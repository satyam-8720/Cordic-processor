<file path="./config.mk">
export PLATFORM = sky130hd
export DESIGN_NAME = cordic
export DESIGN_NICKNAME = cordic
export VERILOG_FILES = /design/flow/design.v
export SDC_FILE = /design/flow/constraint.sdc
export NUM_CORES = 4
export LEC_CHECK = 1
export CORE_UTILIZATION = 30
</file>
<file path="./constraint.sdc">
current_design cordic

set clk_period 16.2
set clk_io_pct 0.2

create_clock -name clk0 -period $clk_period [get_ports {clk}]

set non_clock_inputs [all_inputs -no_clocks]
set_input_delay [expr $clk_period * $clk_io_pct] -clock clk0 $non_clock_inputs
set_output_delay [expr $clk_period * $clk_io_pct] -clock clk0 [all_outputs]
</file>
<file path="./design.v">
module cordic #(parameter WIDTH = 32, ITER = 16)(
    input clk,
    input rst,
    input start,
    input mode,  
    input signed [WIDTH-1:0] x_in,
    input signed [WIDTH-1:0] y_in,
    input signed [WIDTH-1:0] z_in,
    output reg signed [WIDTH-1:0] x_out,
    output reg signed [WIDTH-1:0] y_out,
    output reg signed [WIDTH-1:0] z_out,
    output reg done
);
    localparam signed [WIDTH-1:0] K = 32'sd19898;   
    localparam IDLE = 2'd0, PROCESS = 2'd1, DONE = 2'd2;
    reg signed [WIDTH-1:0] x, y, z;
    reg [4:0] i;
    reg [1:0] state;
    reg signed [WIDTH-1:0] atan_table [0:15];
    initial begin
        atan_table[0] = 32'sd25736;
        atan_table[1] = 32'sd15192;
        atan_table[2] = 32'sd8027;
        atan_table[3] = 32'sd4074;
        atan_table[4] = 32'sd2045;
        atan_table[5] = 32'sd1023;
        atan_table[6] = 32'sd511;
        atan_table[7] = 32'sd256;
        atan_table[8] = 32'sd128;
        atan_table[9] = 32'sd64;
        atan_table[10] = 32'sd32;
        atan_table[11] = 32'sd16;
        atan_table[12] = 32'sd8;
        atan_table[13] = 32'sd4;
        atan_table[14] = 32'sd2;
        atan_table[15] = 32'sd1;
    end
    always @(posedge clk or posedge rst) begin
        if (rst) begin
            state <= IDLE;
            done <= 0;
            x <= 0; y <= 0; z <= 0;
            x_out <= 0; y_out <= 0; z_out <= 0;
            i <= 0;
        end 
        else begin
            case (state)
                IDLE: begin
                    done <= 0;
                    if (start) begin
                        x <= mode ? x_in : K;
                        y <= mode ? y_in : 0;
                        z <= mode ? 0 : z_in;
                        i <= 0;
                        state <= PROCESS;
                    end
                end
                PROCESS: begin
                    if (i < ITER) begin
                        if ((mode == 0 && z >= 0) || (mode == 1 && y < 0)) begin
                            x <= x - (y >>> i);
                            y <= y + (x >>> i);
                            z <= z - atan_table[i];
                        end 
                        else begin
                            x <= x + (y >>> i);
                            y <= y - (x >>> i);
                            z <= z + atan_table[i];
                        end
                        i <= i + 1;
                    end 
                    else begin
                        x_out <= x;
                        y_out <= y;
                        z_out <= z;
                        done <= 1;
                        state <= DONE;
                    end
                end
                DONE: begin
                    done <= 0;      
                    state <= IDLE;   
                end
            endcase
        end
    end
endmodule
</file>
<file path="./run.sh">
#!/bin/bash
# OpenROAD 26Q1-2900-gdf79404cd8, Yosys 0.63+post, stock flow scripts
make -C /OpenROAD-flow-scripts/flow DESIGN_CONFIG=/design/flow/config.mk WORK_HOME=/design/flow/orfs finish
</file>
==> GITHUB_STEP_SUMMARY <==
### Metrics collected by this job

| Metric | Value |
|---|---|
| Post-CTS setup buffer count | 0 |
| Late-Pin Clk Latency | 0.58 ns |
| DR vias/cell | 5.686 |
| Worst Path Required | 16.65 ns |
| Largest incremental delay on the critical path | 0.58 ns |
| Min-delay worst type | reg -> reg |
| Status | finished clean |
| WS Path Type | in -> reg |
| Yosys cell count | 2127 |
| RSZ-0062 raised after global routing | false |
| Initial antenna violation count | 2 |
| Port bufs | 196 |
| Largest net degree at the start of global routing | 118 |
| Row count | 92 |
| Syn Inst Count | 2127 |
| Tool Warnings | 40 |
| Die W | 255.8 um |
| Drt pass-1 iters | 5 |
| Share of layout cells above drive strength 1 | 0.1494 |
| Vias in the first global route | 17560 |
| GRT Resource Usage Total | 0.2285 |
| Setup violators final | 0 |
| Antenna violation net count after detailed routing | 0 |
| YS chip area | 0.01932 mm2 |
| Reg-to-reg slack, setup | 8.73 ns |
| Post-DP HPWL | 55.26 mm |
| Cts bufs inserted | 25 |
| Crit-path most repeated cell | nor2_1 |
| Min Tclk post-route | 7.712 ns |
| Critical path endpoint category | register |
| Detailed-route DRC error count | 0 |
| Die area | 0.06541 mm2 |
| Iter 0 DRT Violations | 1183 |
| Worst path slowest cell | clkdlybuf4s50_1 |
| Synth Flop Type | dfrtp_1 |
| Worst setup margin | 8.488 ns |
| Pre-CTS WS | 7.902 ns |
| Final Hold Viols | 0 |
| Maximum operating frequency | 0.1297 GHz |
| Slew Limit Headroom | 0.3892 |
| Max-Cap Viols | 0 |
| Most numerous logic cells after layout | nor2_1 (205), clkdlybuf4s50_1 (196), dfrtp_1 (194), a21oi_1 (156), nand2_1 (147) |
| Slew Limit Fails | 0 |
| Hold buffers post-CTS | 0 |
| Synthesized registers | 201 |
| Clk buf depth | 3 |
| Setup TNS | 0 ns |
| Antenna Cells | 0 |
| CTS sink count | 201 |
| Final cycle utilization of the critical path | 0.4761 |
| Syn Std Cell Area | 0.01932 mm2 |
| Synth unique cells | 101 |
| TritonCTS clock tree | yes |
| Wirelength per Cell | 23.59 um |
| EDFF count, synth | 0 |
| CP cell instances | clkdlybuf4s50_1, nor2_1, a21o_1, buf_4, nor2_1, xnor2_1, ha_1, o21a_1, o21ai_0, nor3_1, a31oi_1, o41ai_1, a21oi_1, o21ai_0, a31oi_1, xnor2_1, a221oi_1, nor2_1 |
| Core ar. | 0.06331 mm2 |
| Comb gate area | 0.01343 mm2 |
| Crit-path max FO | 58 |
| Fillers | 6341 |
| Avg Cell Area, Syn | 9.083 um2 |
| Slew @ Worst Pin | 0.9162 ns |
| Post-cts resize count | 0 |
| GPL Wtd Cong | 0.9760 |
| Top Ports | 197 |
| First-pass GRT wire length | 112.1 mm |
| Critical Path Start Type | input port |
| P&R area growth vs syn | 18.02% |
| H-tree depth | 1 |
| Sequential share of the synthesized area | 0.2604 |
| DIE HEIGHT | 255.8 um |
| Fp_density | 0.3051 |
| Final Skew | 0.01966 ns |
| CTS Root Cell | clkbuf_16 |
| Commonest Layout Cell | nor2_1 |
| Congestion Overflow GR | 0 |
| Flop area | 0.005044 mm2 |
| Total Wirelength | 73.31 mm |
| Routed via count | 17670 |
| Synth warn | 1 |
| FFs w/ async S/R, synth | 1.000 |
| Clk slew on worst S/H paths | 0.06 ns |
| Worst EP arrival | 8.16 ns |
[synthesized netlist by cell type (all sizes together), types with 39 or more instances]
cell	instances	area [um2]
buf	68	429.2
xor2	65	569.3
mux2i	42	420.4
xnor2	87	762.0
o21ai	140	700.7
ha	112	1401
a21o	45	337.8
nor2	210	793.3
mux4	73	1667
clkbuf	76	285.3
nand2	148	555.5
inv	47	176.4
and3	39	244.0
a221oi	56	490.5
dfrtp	200	5005
mux2	130	1468
a21oi	158	794.5
[final cells by class]
type,instances,share of cell area
Multi-Input combinational cell,1734,0.5891
Inverter,48,0.008231
Clock buffer,34,0.03111
Tap cell,846,0.04643
Timing Repair Buffer,233,0.09878
Clock inverter,12,0.005158
Sequential cell,201,0.2212
[final timing paths]
check	startpoint	end	cells past startpoint
worst max-delay path	mode	y[27]	18
worst min-delay path	state[1]	state[0]	1
worst min register to register	state[1]	state[0]	1
max in group asynchronous	rst	i[1]	3
min in group asynchronous	rst	y_out[26]	2
worst max register to register	i[0]	y[27]	24
[layer usage]
layer / track usage / routed length (um) / share of wire / vias to the layer above
met4: 0.06504 / 2547 / 0.035 / 4
met1: 0.3120 / 31370 / 0.43 / 8724
met5: 0 / 25 / 0.00034 / -
met3: 0.03903 / 4026 / 0.055 / 110
met2: 0.3775 / 35350 / 0.48 / 607
li1: - / - / - / 8228
[flip-flops by register name (all words and copies together) (netlist names)]
| name | count |
|---|---|
| i | 5 |
| z_out | 32 |
| x_out | 32 |
| x | 32 |
| y_out | 32 |
| y | 32 |
| done | 1 |
| z | 32 |
| state | 3 |
[cells by family after synthesis]
| logic type | synth area share |
|---|---|
| flip-flops | 0.2604 |
| buffers and inverters | 0.04631 |
| AND/OR/NAND/NOR | 0.1413 |
| multiplexers | 0.1840 |
| AND-OR/OR-AND | 0.2234 |
| adder cells (fa/ha/maj) | 0.07565 |
| XOR/XNOR | 0.06891 |
[through the flow]
| step | cells | util | cell area [um2] | hold slack [ns] |
|---|---|---|---|---|
| after floorplan | 2127 | - | 19320 | 0.4257 |
| after global placement | 3062 | 0.3471 | 21970 | 0.4528 |
| after detailed placement | 3062 | 0.3471 | 21970 | 0.4631 |
| after CTS | 3108 | 0.3601 | 22800 | 0.4748 |
| after global routing | 3108 | 0.3601 | 22800 | 0.4824 |
| final | 3108 | 0.3601 | 22800 | 0.4735 |
[critical path, delay by kind of cell]
family | cells | cell delay, ns
compound gates | 9 | 2.16
fa+ha+maj | 1 | 0.35
xor+xnor | 2 | 0.33
simple gates | 4 | 0.90
buf+inv | 2 | 1.10
